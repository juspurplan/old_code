**flow/design.v**
```verilog
module TimeLeft(decrement, add50, add150, add200, add500, reset10, reset205, clock, count);
	input decrement, add50, add150, add200, add500, reset10, reset205, clock;
	output [13:0] count;
	reg [13:0] num;
	initial begin
		num <= 0;
	end
	assign count = num;
	always @(posedge clock) begin:calculate_time
		reg [13:0] temp;  
		temp = num;
		if (reset10) begin
			temp = 10;
		end
		else if (reset205) begin
			temp = 205;
		end
		else if (num == 14'd 0 && decrement && {add50, add150, add200, add500} == 4'b 0000) begin
			temp = 0;
		end
		else begin
			temp = (decrement)?(temp -1):(temp);
			temp = (add50)?(temp +50):(temp);
			temp = (add150)?(temp +150):(temp);
			temp = (add200)?(temp +200):(temp);
			temp = (add500)?(temp +500):(temp);
			temp = (temp > 9999)?(9999):(temp);
		end
		num <= temp;
	end
endmodule
```
**flow/run.sh**
```bash
#!/bin/bash
# OpenROAD 26Q1-2900-gdf79404cd8, Yosys 0.63+post, stock flow scripts
make -C /OpenROAD-flow-scripts/flow DESIGN_CONFIG=/design/flow/config.mk WORK_HOME=/design/flow/orfs finish
```
**flow/config.mk**
```make
export PLATFORM = sky130hd
export DESIGN_NAME = TimeLeft
export DESIGN_NICKNAME = TimeLeft
export VERILOG_FILES = /design/flow/design.v
export SDC_FILE = /design/flow/constraint.sdc
export NUM_CORES = 4
export LEC_CHECK = 1
export CORE_UTILIZATION = 40
```
**flow/constraint.sdc**
```tcl
current_design TimeLeft

set clk_period 6.8
set clk_io_pct 0.2

create_clock -name clk0 -period $clk_period [get_ports {clock}]

set non_clock_inputs [all_inputs -no_clocks]
set_input_delay [expr $clk_period * $clk_io_pct] -clock clk0 $non_clock_inputs
set_output_delay [expr $clk_period * $clk_io_pct] -clock clk0 [all_outputs]
```
==> results.txt <==
Observations from the implementation run.

Synth:
- The run puts the sequential area share after synthesis at 10.6%.
- The run puts the post-synthesis adder-cell area fraction at 2.36%.
- The run puts the summed standard-cell area reported by yosys at 2650 um^2.
- Synthesis produced 349 cells.
- Yosys mapped a number of flops with a built-in enable equal to 0.
- For reference, the mux area share after synthesis is 2.65%.
- The run gives the post-synthesis share of cell area spent on xor and xnor gates as 17.4%.
- The run puts the number of unique standard cell types used by synthesis at 81.
- In the Yosys report the total cell count is 349.
- The run puts the simple logic cell fraction of the synthesized area at 34.8%.
- For this run, asynchronously set or reset flops after synthesis account for 0%.
- The run gives the main logic family after synthesis as simple AND/OR/NAND/NOR gates.
- Counting flops and latches in the post-synthesis netlist gives 14.
- In the synthesized netlist the dominant register cell turns out to be dfxtp_1.
- The run gives the area of the mapped netlist as 2650 um^2.
- The run gives the synthesized area per cell as 7.58 um^2.
- The run gives the number of synthesis warnings as 1.
- The run puts the area fraction in compound gates at 26.8%.

Timing:
- The run gives the final setup slack of the worst path as 0.746 ns.
- Setup repair after global routing left no endpoint under its margin.
- For the finished layout, the period the worst path requires is 6.05 ns.
- For reference, the final report shows the max-slew violation count at 0.
- Per the final timing report, the hold violations number 0.
- The run gives the setup TNS after final layout as 0 ns.
- Headroom to the max-slew limit came out at 50.3%.
- The run puts the final setup skew at 0.00321 ns.
- The run puts the smallest hold slack at 0.907 ns.
- The run puts the slew at the pin closest to its max-slew limit at 0.743 ns.
- The run gives the setup violation total in the final timing report as 0.
- The flow reports an fmax of 165 MHz.
- The run gives the share of the clock period used by the worst path as 89.0%.

Routing:
- The run puts the DRC violation count after routing at 0.
- In the post-route report, total wirelength is listed as 6890 um.
- In the log, the iteration count for the first detailed-route pass is 4.
- Once detail routing completed, the nets flagged for antenna violations numbered 0.
- The run puts the final antenna diode count at 0.
- The run gives the number of vias per cell as 5.97.
- The run puts the initial detailed-routing violation count at 138.
- The run puts the total number of vias at 2580.
- The run puts the routed wire length per instance at 16.0 um.

Floorplan:
- For reference, the placement row count at floorplan is 29.
- The core region is 6350 um^2.
- The run gives the area of the die as 6940 um^2.
- The run puts the floorplan utilization at 41.7%.
- The run puts the die boundary height at 83.3 um.
- The run gives the die boundary width as 83.3 um.
- In this run the count of I/O pins placed on the die edge is 22.

Final layout:
- The register with the most flip-flops in the layout has 14 of them.
- The largest register by flop count is num.
- The registers reported with the highest flop counts are num: 14 flops.
- Per the final layout report, the fraction of cells sized above drive strength 1 comes to 11.3%.
- Between the synthesized netlist and the finished layout, the area growth was recorded as 10.3%.

CTS:
- The run gives the CTS buffer count as 3.
- In this run the clock root is driven by a clkbuf_8.
- The run puts the count of H-tree levels built during CTS at 1.
- The clock passes through at most 2 buffers.
- The run gives the post-cts repair resize count as 0.
- The run gives the TritonCTS clock tree as yes.
- The run puts the number of sinks handled by clock tree synthesis at 14.
- The run gives the clock latency of the later-clocked register in the worst-skew pair as 0.24 ns.
- The run puts the hold-fix buffer count after cts at 0.
- The run gives the clock slew at the register clock pins of the worst setup and hold paths as 0.06 ns.
- The run gives the post-CTS setup repair buffer count as 0.

Placement:
- The run gives the weighted congestion reported at the end of routability-driven placement as 0.937.
- The run puts the worst-case setup slack after placement at 0.536 ns.
- The run puts the HPWL after detailed placement at 5430 um.
- The run gives the count of input and output buffers as 21.

Critical path:
- The run gives the origin of the worst setup path as decrement.
- The run gives the reg-to-reg critical path endpoint as num[7].
- The run puts the worst-case reg-to-reg path depth at 20.
- The run gives the type of origin of the critical path as an input port.
- The run puts the required time at the endpoint of the critical path at 6.93 ns.
- Per the timing report, the most critical flop-to-flop path originates at num[0].
- The worst setup path is of the in -> reg kind.
- STA puts the critical path data arrival time at 6.19 ns.
- The run gives the nature of the critical path endpoint as a flip-flop.
- The run gives the register-to-register setup slack as 1.50 ns.
- The run gives the largest fanout on the critical path as 14.

Run:
- Summing over the stages, the warning tally comes to 25.
- The run puts the max-cap check violation count at 0.

Worst hold path:
- Looking at the hold checks, the worst path lands on num[0].
- The run gives the depth of the worst hold-timing path as 4.
- The run gives the class of the most critical hold timing path as reg -> reg.
- The run gives the startpoint of the most critical hold path as num[0].

Power:
- The run puts the power density normalized to cell area at 424 nW/um^2.
- The run puts the leakage power total at 0.000957 uW.
- The run gives the largest voltage drop on the vdd net as 0.000341 V.
- The run puts the total power draw at 1240 uW.

Global route:
- The run puts the initial antenna violation count at 0.
- The run gives the global routing usage summed across all routing layers as 21.2%.
- The number of global-route vias before repair came to 2392.
- The run puts the first-pass GRT wire length at 12000 um.
- Entering global routing, the biggest net connects 18 pins.
- The run gives the global route total overflow as 0.

Run status:
- The run finished with clean final reports.
-- area by class of cell --
class,count,area (um^2)
inverter,10,37.5
tap,77,96.3
fill,636,3430
sequential,14,280
clock buffer,4,55.1
timing repair buffer,23,225
multi-input combinational,304,2220
-- cells in the mapped netlist, types with 4 or more instances --
cell type / count / area (um^2)
a21o_1: 4 / 30.0
a21oi_1: 14 / 70.1
a22oi_1: 4 / 30.0
a31oi_1: 8 / 50.1
and2_1: 7 / 43.8
buf_2: 6 / 30.0
clkbuf_1: 11 / 41.3
dfxtp_1: 14 / 280
ha_1: 5 / 62.6
inv_1: 9 / 33.8
mux2i_1: 7 / 70.1
nand2_1: 19 / 71.3
nand2b_1: 5 / 31.3
nand3_1: 8 / 40.0
nand4_1: 6 / 37.5
nor2_1: 28 / 105
nor2b_1: 4 / 25.0
nor3_1: 21 / 105
nor3_2: 7 / 70.1
nor4_1: 7 / 43.8
o211ai_1: 7 / 52.6
o21ai_0: 8 / 40.0
o31ai_1: 4 / 30.0
or2_2: 7 / 43.8
or3_1: 5 / 31.3
or4_1: 6 / 45.0
xnor2_1: 30 / 263
xor2_1: 15 / 131
-- cell usage in the layout, fill, tap and decap left out, types with 3 or more instances in the layout --
cell type / netlist / final
nand2_1: 19 / 19
a211o_1: 3 / 3
a22oi_1: 4 / 4
inv_1: 9 / 9
and3_1: 3 / 3
mux2i_1: 7 / 7
nor3_2: 7 / 7
o21ai_0: 8 / 8
clkdlybuf4s50_1: 0 / 21
a21o_1: 4 / 4
nor2b_1: 4 / 4
and2_1: 7 / 7
nand2b_1: 5 / 5
a21oi_1: 14 / 14
dfxtp_1: 14 / 14
o31a_1: 3 / 3
or4_1: 6 / 6
o31ai_1: 4 / 4
nor3b_1: 3 / 3
nand3_1: 8 / 8
xor2_1: 15 / 15
or2_2: 7 / 7
ha_1: 5 / 5
o211ai_1: 7 / 7
o21ai_1: 3 / 3
and4_1: 3 / 3
nand4_1: 6 / 6
clkbuf_8: 0 / 4
nor4_1: 7 / 7
xnor2_1: 30 / 30
or3_1: 5 / 5
nor2_1: 28 / 28
nor3_1: 21 / 21
a211oi_1: 3 / 3
a31oi_1: 8 / 8
-- per-stage QoR --
step / utilization [%] / area, um^2 / cells
2_1_floorplan: - / 2650 / 349
3_3_place_gp: 45.1 / 2860 / 428
3_5_place_dp: 45.1 / 2860 / 428
4_1_cts: 46.0 / 2920 / 432
5_1_grt: 46.0 / 2920 / 432
6_report: 46.0 / 2920 / 432
-- cell families (layout without fill, tap and decap cells) --
family / Yosys count / after routing
XOR/XNOR: 48 / 48
AND/OR/NAND/NOR: 153 / 153
AND-OR/OR-AND: 91 / 91
buffers and inverters: 31 / 37
adder cells (fa/ha/maj): 5 / 5
flip-flops: 14 / 14
multiplexers: 7 / 7
-- routing by layer --
layer  up-vias  share of wire, %  GRT usage, %
met5         -                 0             0
met4         0              0.91          2.66
met3         4               1.5         0.202
met2        36                46          33.6
met1      1212                51          33.6
li1       1328                 -             -
-- worst max-delay path: stages --
cell	delay [ns]
clkdlybuf4s50_1	0.68
nor4b_4	0.60
mux2i_1	0.43
nor3_1	0.08
a21oi_1	0.42
nand2_1	0.13
xor2_1	0.19
ha_1	0.32
mux2i_1	0.30
nand2b_1	0.15
or2_2	0.32
nor3_2	0.32
nor4_1	0.12
nor3_2	0.45
o21a_4	0.25
o21ai_1	0.07
-- how the worst max path moves through the flow --
| stage | endpoint | slack, ns |
|---|---|---|
| 5_1_grt | num[3] | 0.06 |
| 4_1_cts | num[6] | 0.77 |
| 6_report | num[7] | 0.75 |
-- power by group --
part	internal [uW]	total, uW	switching, uW	leakage, uW
combinational	412	979	567	0.000813
clock	51.2	79.7	28.5	0.0000288
sequential	106	179	73.0	0.000115
No activity file was given, so power comes from the tool's default toggle rates.
