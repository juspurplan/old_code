[design/flow/run.sh]
#!/bin/bash
# OpenROAD 26Q1-2900-gdf79404cd8, Yosys 0.63+post, stock flow scripts
make -C /OpenROAD-flow-scripts/flow DESIGN_CONFIG=/design/flow/config.mk WORK_HOME=/design/flow/orfs finish
[design/flow/config.mk]
export PLATFORM = sky130hd
export DESIGN_NAME = PartB
export DESIGN_NICKNAME = PartB
export VERILOG_FILES = /design/flow/design.v
export SDC_FILE = /design/flow/constraint.sdc
export NUM_CORES = 4
export LEC_CHECK = 1
export CORE_UTILIZATION = 40
[design/flow/constraint.sdc]
current_design PartB

set clk_period 5.5
set clk_io_pct 0.2

create_clock -name clk0 -period $clk_period [get_ports {clock}]

set non_clock_inputs [all_inputs -no_clocks]
set_input_delay [expr $clk_period * $clk_io_pct] -clock clk0 $non_clock_inputs
set_output_delay [expr $clk_period * $clk_io_pct] -clock clk0 [all_outputs]
[design/flow/design.v]
module Divider (clock_in, clock_out);
	parameter DIVIDE_BY = 1000;
	parameter DURATION = DIVIDE_BY/2;  
	input clock_in;
	output clock_out;
	integer count;
	reg out;
	initial begin
		count = 32'd 0;
		out <= 0;
	end
	assign clock_out = out;
	always @(posedge clock_in) begin
		if (count == DIVIDE_BY -1) begin
			count <= 0;
		end
		else begin
			count <= count +1;
		end
		if (count >= 0 && count < DURATION) begin
			out <= 1;
		end
		else begin
			out <= 0;
		end
	end
endmodule
module PartB(clock, switches, hsync, vsync, R, G, B);
	input clock;
	input [7:0] switches;
	output hsync, vsync;
	output [3:0] R, G, B;
	wire pixel_clock;
	wire update_clock;
	reg [11:0] color;
	initial begin
		color <= 0;
	end
	Divider #(
		.DIVIDE_BY	(2000000)
	) 
	div1 (
		.clock_in	(clock),
		.clock_out	(update_clock)
	);
	always @(posedge update_clock) begin
		case(switches)
		8'b 00000001: begin  
			color <= 12'h 000;
		end
		8'b 00000010: begin  
			color <= 12'h 00F;
		end
		8'b 00000100: begin  
			color <= 12'h 841;
		end
		8'b 00001000: begin  
			color <= 12'h 0FF;
		end
		8'b 00010000: begin  
			color <= 12'h F00;
		end
		8'b 00100000: begin  
			color <= 12'h F0F;
		end
		8'b 01000000: begin  
			color <= 12'h FF0;
		end
		8'b 10000000: begin  
			color <= 12'h FFF;
		end
		default: begin  
			color <= 12'h 000;
		end
		endcase
	end
	Divider #(
		.DIVIDE_BY	(4)
	)
	div0 (
		.clock_in	(clock),
		.clock_out	(pixel_clock)
	);
	VGADisplayController disp0 (
		.pixel_clock	(pixel_clock),
		.color			(color),
		.hsync			(hsync),
		.vsync			(vsync),
		.RED			(R),
		.GREEN			(G),
		.BLUE			(B)
	);
endmodule
module VGADisplayController (pixel_clock, color, hsync, vsync, RED, GREEN, BLUE);
	input pixel_clock;
	input [11:0] color;
	output hsync, vsync;
	output [3:0] RED, GREEN, BLUE;
	parameter WIDTH = 640;
	parameter HEIGHT = 480;
	parameter X_BLANK_SIZE = 160;
	parameter X_BLANK_LOW = 19;
	parameter X_BLANK_HIGH = 115;
	parameter Y_BLANK_SIZE = 45;
	parameter Y_BLANK_LOW = 13;
	parameter Y_BLANK_HIGH = 15;
	reg [31:0] hcount;
	reg [31:0] vcount;
	reg hs_out;
	reg vs_out;
	reg [3:0] R_out;
	reg [3:0] G_out;
	reg [3:0] B_out;
	assign hsync = hs_out;
	assign vsync = vs_out;
	assign RED = R_out;
	assign GREEN = G_out;
	assign BLUE = B_out;
	initial begin
		hcount <= 0;
		vcount <= 0;
		hs_out <= 0;
		vs_out <= 0;
		R_out <= 0;
		G_out <= 0;
		B_out <= 0;
	end
	always @(posedge pixel_clock) begin
		if (hcount +1 >= WIDTH + X_BLANK_SIZE) begin
			hcount <= 0;
			if (vcount +1 >= HEIGHT + Y_BLANK_SIZE) begin
				vcount <= 0;
			end
			else begin
				vcount <= vcount +1;
			end
		end
		else begin
			hcount <= hcount +1;
			vcount <= vcount;
		end
		if(hcount >= 0 && hcount < WIDTH && vcount >= 0 && vcount < HEIGHT) begin
			R_out <= color[11:8];
			G_out <= color[7:4];
			B_out <= color[3:0];
		end
		else begin
			R_out <= 4'd 0;
			G_out <= 4'd 0;
			B_out <= 4'd 0;
		end
	end
	always @(*) begin
		if(hcount >= WIDTH + X_BLANK_LOW && hcount < WIDTH + X_BLANK_HIGH) begin
			hs_out <= 0;
		end
		else begin
			hs_out <= 1;
		end
		if(vcount >= HEIGHT + Y_BLANK_LOW  && vcount < HEIGHT + Y_BLANK_HIGH ) begin
			vs_out <= 0;
		end
		else begin
			vs_out <= 1;
		end
	end
endmodule
==> flow_summary.toml <==
# flow metrics
[global_route]
grt.busiest_layer = "met1"
grt_util_all_layers_pct = 15.2
grt_first_pass_wirelength_um = 20600
grt_pass1_vias = 4486
gr-usage-met3_pct = 2.45
grt_antenna_before_repair = 0
globalRouteMet2Util_pct = 23.6
globalRouteMet1Util_pct = 24.6
grt_max_degree = 71
overflow = 0

[worst_hold_path]
timing.hold.worst.class = "reg2reg"
hold_path_startpoint = "div0.count[27]$_SDFF_PN0_"

[floorplanning]
floorplan.die_area_um2 = 17200
chipWidth_um = 131
rows = 46
design.portCount = 23
core_area_um2 = 16100
die_height_um = 131
initCoreUtil_pct = 41.4

[final_timing]
fin_skew_ps = 4.26
holdWs_ps = 470
worst_pin_slew_ps = 886
slew_headroom_pct = 40.7
unconstrained_endpoints = 78
timing_hold_violations_final = 0
setup_violators_final = 0
max_freq_mhz = 411
setup-tns-final_ps = 0
fin_crit_sh_pct = 44.2
unclocked_pins = 76
grt_setup_unrepaired = "no"
min_period_ps = 2430
maxSlewViolCount = 0

[run_status]
result_of_the_run = "completed"

[power_and_ir_drop]
ir_worst_vdd_uv = 170
leakagePower_nw = 2.66
power_density_normalized_to_cell_area_nw_per_um2 = 138

[clocking]
ctsRootBufferMaster = "sky130_fd_sc_hd__clkbuf_16"
max-clock-path-buffers = 2
clock_insertion_delay_worst_skew_ps = 330
cts_resized = 0
cts_tree = "yes"
clk_pin_slew_worst_paths_ps = 50
ctsHoldBuffers = 0
numCtsBuffers = 9
postCtsSetupBuffers = 0
ctsHtreeMaxLevel = 3

[detailed_routing]
drc = 0
n_antenna_cell = 0
avgRoutedWirePerCell_um = 12.0
drt_first_pass_iters = 5
via_count = 5036
via_per_inst = 5.10
dr.first_iter.drc_count = 377
ant_nets = 0
wl_um = 11800

[synthesis]
synthMuxAreaShare_pct = 0.752
per_instance_average_area_after_synthesis_um2 = 9.37
async_set_reset_flop_share_out_of_synthesis_pct = 0
netlist.top_cell.by_instances = "sky130_fd_sc_hd__dfxtp_1"
top_post_synthesis_cells_by_count = "110 x sky130_fd_sc_hd__dfxtp_1, 79 x sky130_fd_sc_hd__nor2_1, 55 x sky130_fd_sc_hd__nand2_1, 49 x sky130_fd_sc_hd__xnor2_1, 48 x sky130_fd_sc_hd__nand3_1"
synth.cellmix.xorXnorShare_pct = 12.2
adder_share_pct = 1.69
synth.top_cells.by_area = "sky130_fd_sc_hd__dfxtp_1 33%, sky130_fd_sc_hd__edfxtp_1 14%, sky130_fd_sc_hd__xnor2_1 6.4%, sky130_fd_sc_hd__xor2_1 5.8%, sky130_fd_sc_hd__nor2_1 4.5%"
count_of_state_elements_after_synthesis = 142
synth_top_flop_cell = "sky130_fd_sc_hd__dfxtp_1"
yosysChipArea_um2 = 6650
post_synth_main_logic_family = "simple AND/OR/NAND/NOR gates"
gate_count_of_the_mapped_netlist = 710
synth.cellmix.compoundShare_pct = 6.28
yosysUniqueCellTypes = 56
post_synthesis_share_of_cell_area_spent_on_and_or_nand_and_nor_gates_pct = 28.2
yosys.area.top_type = "sky130_fd_sc_hd__dfxtp_1"
synth-warning-count = 4
synth.yosys.seq_area_share_pct = 47.5
yosys.area.top_type_share_pct = 33.1
synth-edff-count = 32
synth_area_um2 = 6650
yosys-stat-cells = 710

[cells_and_area]
layout-drive-gt1-share_pct = 4.15
ff_latch_area_um2 = 3160
layout.filler_cells = 1458
area.combinational_um2 = 3440
synthToLayoutAreaGrowth_pct = 12.8

[worst_setup_path]
cp.arrival_ps = 2650
crit_path_max_fanout = 6
rr_startpoint = "div0.count[1]$_SDFF_PN0_"
crit_type = "reg2reg"
worstSetupEndpointType = "register"
timing.critical_path.from_type = "register"
critPathLaunch = "div0.count[1]$_SDFF_PN0_"
crit_required_ps = 5720

[placement]
gp_congestion = 0.886
io_buffer_count = 22
hpwlAfterDp_um = 8790

[flow_run]
drv_cap = 0
total_tool_warning_count = 31
## layout by cell type (no fill, tap or decap), types with 9 or more instances in the layout
cell                              synthesis  final
sky130_fd_sc_hd__clkbuf_16                0      9
sky130_fd_sc_hd__and4_1                  17     17
sky130_fd_sc_hd__xor2_1                  44     44
sky130_fd_sc_hd__nor3_1                  24     24
sky130_fd_sc_hd__nand4_1                 29     29
sky130_fd_sc_hd__clkdlybuf4s50_1          0     22
sky130_fd_sc_hd__nand2_1                 55     55
sky130_fd_sc_hd__xnor2_1                 49     49
sky130_fd_sc_hd__inv_1                   20     20
sky130_fd_sc_hd__nand3_1                 48     48
sky130_fd_sc_hd__o21ai_0                 10     10
sky130_fd_sc_hd__dfxtp_1                110    109
sky130_fd_sc_hd__and3_1                  19     19
sky130_fd_sc_hd__a21oi_1                 17     17
sky130_fd_sc_hd__nor2_1                  79     79
sky130_fd_sc_hd__conb_1                   1     44
sky130_fd_sc_hd__edfxtp_1                32     32
sky130_fd_sc_hd__nor4_1                  33     33
sky130_fd_sc_hd__ha_1                     9      9
## registers in the layout, summed over array words and instances, names as in the netlist
signal	cells
div1.count	32
color	6
disp0.vcount	32
div0.out	1
disp0.G_out	2
div0.count	32
disp0.hcount	32
disp0.R_out	2
div1.out	1
disp0.B_out	2
## per-layer routing
| layer | up-vias | share of wire, % |
|---|---|---|
| li1 | 2631 | - |
| met1 | 2317 | 51 |
| met2 | 79 | 45 |
| met3 | 9 | 3.3 |
| met4 | 0 | 0.54 |
| met5 | - | 0 |
## cell families (layout without fill, tap and decap cells)
group                      count (synthesis)  in the layout
and+or+nand+nor                          351            351
DFF                                      142            142
xor gates and xnor gates                  93             93
AOI/OAI and AO/OA                         63             63
buffers and inverters                     46             64
adders and majority gates                  9              9
muxes                                      5              5
other                                      1             44
## worst max-delay path, stage by stage, from the launching register on
cell                      delay (ps)
sky130_fd_sc_hd__dfxtp_1         400
sky130_fd_sc_hd__ha_1            270
sky130_fd_sc_hd__nand3_1         180
sky130_fd_sc_hd__nor3_1          550
sky130_fd_sc_hd__nand3_1         140
sky130_fd_sc_hd__nor2_1          220
sky130_fd_sc_hd__and4_1          300
sky130_fd_sc_hd__nand4_1         130
sky130_fd_sc_hd__xnor2_1         140
## through the flow
stage | total power [mW] | setup slack [ps] | area (µm²) | util (%) | instances
4_1_cts | 1.05 | 3090 | 7510 | 46.7 | 987
6_report | 1.04 | 3070 | 7510 | 46.7 | 987
5_1_grt | 1.08 | 2810 | 7510 | 46.7 | 987
3_3_place_gp | 0.510 | 3180 | 7210 | 44.9 | 971
3_5_place_dp | 0.511 | 3100 | 7210 | 44.9 | 971
2_1_floorplan | 0.502 | 3390 | 6820 | - | 753
## layout make-up
type                    count  share of cell area (%)
inverters                  20                    1.00
clock buffers              12                    3.55
flip-flops and latches    142                    42.2
repair buffers             28                    3.53
multi-input cells         565                    45.8
clock inverters             4                   0.333
well taps                 216                    3.60
## final timing paths
check                               to  slack, ps  depth (start not counted)
max          div0.count[30]$_SDFF_PN0_       3070                          8
min          div0.count[27]$_SDFF_PN0_        470                          1
max reg2reg  div0.count[30]$_SDFF_PN0_       3070                          8
min reg2reg  div0.count[27]$_SDFF_PN0_        470                          1
## power breakdown
part	switching [mW]	internal [mW]	total [mW]
sequential	0	0.482	0.482
clock	0.199	0.340	0.538
combinational	0.0106	0.00813	0.0188
total	0.209	0.830	1.04
No activity file was given, so power comes from the tool's default toggle rates.
