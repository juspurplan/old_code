## design.v

```verilog
module divider (clock_in, clock_out);
	parameter DIVIDE_BY = 1000;
	parameter DURATION = DIVIDE_BY/2;  
	input clock_in;
	output clock_out;
	integer count;
	reg out;
	initial begin
		count <= 0;
		out <= 0;
	end
	assign clock_out = out;
	always @(posedge clock_in) begin
		if (count == DIVIDE_BY -1) begin
			count <= 0;
		end
		else begin
			count <= count+1;
		end
		if (count >= 0 && count < DURATION) begin
			out <= 1;
		end
		else begin
			out <= 0;
		end
	end
endmodule
module FSM ( clock, reset, current_state);
	input clock, reset;
	output [2:0] current_state;
	reg [2:0] state;
	assign current_state = state;
	initial begin
		state <= 3'd 1;
	end
	always @(posedge clock) begin
		if (reset == 1) begin
			state <= 3'd 0;
		end
		else begin
			case(state)
			3'd 0: state <= 3'd 1;
			3'd 1: state <= 3'd 2;
			3'd 2: state <= 3'd 3;
			3'd 3: state <= 3'd 4;
			3'd 4: state <= 3'd 5; 
			3'd 5: state <= 3'd 6;
			3'd 6: state <= 3'd 1;
			3'd 7: begin end  
			endcase
		end
	end
endmodule
module LEDController (current_state, clock, led_a, led_b, led_walk);
	input [2:0] current_state;
	input clock;
	output [2:0] led_a, led_b;
	output [1:0] led_walk;
	parameter CLOCK_FREQUENCY = 10000000;
	wire reduced_clock_1Hz;
	wire reduced_clock_2Hz;
	reg [2:0] led_a_out;
	reg [2:0] led_b_out;
	reg [1:0] led_walk_out;
	assign led_a = led_a_out;
	assign led_b = led_b_out;
	assign led_walk = led_walk_out;
	divider #(.DIVIDE_BY(CLOCK_FREQUENCY)) div0 (
		.clock_in (clock),
		.clock_out (reduced_clock_1Hz)
	);
	divider #(.DIVIDE_BY(CLOCK_FREQUENCY/2)) div1 (
		.clock_in (clock),
		.clock_out (reduced_clock_2Hz)
	);
	always @(*) begin
		case(current_state)
		3'd 0: begin  
			led_a_out = {1'b 0, 1'b 0, 1'b 1 & reduced_clock_1Hz};
			led_b_out = {1'b 0, 1'b 0, 1'b 1 & reduced_clock_1Hz};
			led_walk_out = {1'b 0, 1'b 1 & reduced_clock_1Hz};
		end
		3'd 1: begin  
			led_a_out = 3'b 100;
			led_b_out = 3'b 001;
			led_walk_out = 2'b 01;
		end
		3'd 2: begin  
			led_a_out = 3'b 010;
			led_b_out = 3'b 001;
			led_walk_out = 2'b 01;
		end
		3'd 3: begin  
			led_a_out = 3'b 001;
			led_b_out = 3'b 100;
			led_walk_out = 2'b 01;
		end
		3'd 4: begin  
			led_a_out = 3'b 001;
			led_b_out = 3'b 010;
			led_walk_out = 2'b 01;
		end
		3'd 5: begin  
			led_a_out = 3'b 001;
			led_b_out = 3'b 001;
			led_walk_out = 2'b 10;
		end
		3'd 6: begin  
			led_a_out = 3'b 001;
			led_b_out = 3'b 001;
			led_walk_out = {1'b 0, 1'b 1 & reduced_clock_2Hz};
		end
		3'd 7: begin  
			led_a_out = 3'b 111;
			led_b_out = 3'b 111;
			led_walk_out = 2'b 11;
		end
		endcase
	end
endmodule
module Timer (in_state, clock,  out_clock);
	input [2:0] in_state;
	input clock;
	output out_clock;
	parameter CLOCK_FREQUENCY = 100000000;
	parameter RESOLUTION = 4;
	parameter STATE1_DURATION = 3;
	parameter STATE2_DURATION = 2;
	parameter STATE3_DURATION = 3;
	parameter STATE4_DURATION = 1;
	parameter STATE5_DURATION = 2;
	parameter STATE6_DURATION = 2;
	integer count;
	reg out;
	wire reduced_clock;
	assign out_clock = out;
	initial begin
		count <= 32'd 0;
		out <= 0;
	end
	divider #(.DIVIDE_BY(CLOCK_FREQUENCY/RESOLUTION)) div0 (
		.clock_in(clock),
		.clock_out(reduced_clock)
	);
	always @(posedge reduced_clock) begin
			case(in_state)
			3'd 0: begin 
				if(count >= 1) begin
					out <= 1;
					count <= 0;
				end
				else begin
					out <= 0;
					count <= count +1;
				end
			end
			3'd 1: begin
				if(count >= STATE1_DURATION*RESOLUTION -1) begin
					out <= 1;
					count <= 0;
				end
				else begin
					out <= 0;
					count <= count +1;
				end
			end
			3'd 2: begin
				if(count >= STATE2_DURATION*RESOLUTION -1) begin
					out <= 1;
					count <= 0;
				end
				else begin
					out <= 0;
					count <= count +1;
				end
			end
			3'd 3: begin
				if(count >= STATE3_DURATION*RESOLUTION -1) begin
					out <= 1;
					count <= 0;
				end
				else begin
					out <= 0;
					count <= count +1;
				end
			end
			3'd 4: begin
				if(count >= STATE4_DURATION*RESOLUTION -1) begin
					out <= 1;
					count <= 0;
				end
				else begin
					out <= 0;
					count <= count +1;
				end
			end
			3'd 5: begin
				if(count >= STATE5_DURATION*RESOLUTION -1) begin
					out <= 1;
					count <= 0;
				end
				else begin
					out <= 0;
					count <= count +1;
				end
			end
			3'd 6: begin
				if(count >= STATE6_DURATION*RESOLUTION -1) begin
					out <= 1;
					count <= 0;
				end
				else begin	
					out <= 0;
					count <= count +1;
				end
			end
			3'd 7: begin  
				out <= 0;
				count <= 0;
			end
			endcase
	end
endmodule
module TrafficController (clock, reset, led_a, led_b, led_walk);
	input clock, reset;
	output [2:0] led_a, led_b;
	output [1:0] led_walk;
	parameter CLOCK_FREQUENCY = 100000000;
	wire [2:0] current_state;
	wire tick;
	FSM fsm0 (
		.clock			(tick),
		.reset			(reset),
		.current_state	(current_state)
	);
	Timer #(.CLOCK_FREQUENCY(CLOCK_FREQUENCY)) time0 (
		.in_state(current_state),
		.clock(clock),
		.out_clock(tick)
	);
	LEDController #(.CLOCK_FREQUENCY(CLOCK_FREQUENCY)) leds (
		.current_state(current_state),
		.clock(clock),
		.led_a(led_a),
		.led_b(led_b),
		.led_walk(led_walk)
	);
endmodule
```

## run.sh

```bash
#!/bin/bash
# OpenROAD 26Q1-2900-gdf79404cd8, Yosys 0.63+post, stock flow scripts
make -C /OpenROAD-flow-scripts/flow DESIGN_CONFIG=/design/flow/config.mk WORK_HOME=/design/flow/orfs finish
```

## config.mk

```make
export PLATFORM = sky130hd
export DESIGN_NAME = TrafficController
export DESIGN_NICKNAME = TrafficController
export VERILOG_FILES = /design/flow/design.v
export SDC_FILE = /design/flow/constraint.sdc
export NUM_CORES = 4
export LEC_CHECK = 1
export CORE_UTILIZATION = 30
```

## constraint.sdc

```tcl
current_design TrafficController

set clk_period 3.7
set clk_io_pct 0.2

create_clock -name clk0 -period $clk_period [get_ports {clock}]

set non_clock_inputs [all_inputs -no_clocks]
set_input_delay [expr $clk_period * $clk_io_pct] -clock clk0 $non_clock_inputs
set_output_delay [expr $clk_period * $clk_io_pct] -clock clk0 [all_outputs]
```

==> CHANGELOG.md <==
### Metrics

- Min-Delay Path Depth: 1
- Number of enable flip-flop cells: 0
- Detailed router's first-iteration violation count: 213
- Log Warnings: 33
- F_max: between 0.4 and 0.5 GHz
- Run status: finished clean
- # diodes: 0
- DR DRC count: 0
- Cts bufs inserted: 9
- Wirelength, routed: approximately 11,000 um
- Final instance area: ~7000 um2
- PostCTS Resize Cnt: 0
- Mean routed wirelength per cell: 11.2 um
- Worst skew pair latency: roughly 340 ps
- Tmin final: ~2300 ps
- First-pass GRT wire length: approximately 20,000 um
- Most frequent cell after synthesis: dfxtp_1
- DRT Pass-1 Iters: 6
- Clk slew on worst S/H paths: 60 ps
- Root buffer cell: clkbuf_16
- Setup Viol. Count Final: 0
- Largest net degree at the start of global routing: 34
- H-tree depth: 3
- Synth Seq Share: between 40% and 50%
- Final Hold Vio Count: 0
- Yosys stat area: ~6300 um2
- Total power draw: 2.08 mW
- Most Crowded Layer GR: met2
- Crit Path Class: reg -> reg
- Worst Reg2Reg Path Length in Cells: 6
- Ys async rst share: 0%
- Ys flop type: dfxtp_1
- Area after DPL: 6670 um2
- Via density: roughly 4.7
- Power density over the cells: roughly 300 nW/um2
- Synth cell types: a little under 60
- Post-route ant nets: 0
- Slew HR: 43.2%
- Final Slew Violations: 0
- IO Port Bufs: 9
- Setup TNS Final: 0 ps
- Cell count after synthesis: around 710
- Endpoints left unconstrained: about 41
- Die area: roughly 22,000 um2
- Met1 Resource Use GR: between 10% and 20%
- Std-Cell Rows: approximately 52
- Die Y-Extent: ~150 um
- Post-DP HPWL: 7810 um
- Yosys cell count: just over 700
- Die width: roughly 150 um
- CTS tree: yes
- Min-Delay Path Class: reg -> reg
- Setup bufs post-CTS: 0
- Synth cell count leaders: dfxtp_1 (135), nor2_1 (108), xnor2_1 (61), xor2_1 (54), nand2_1 (52)
- Crit path max fanout: 17
- Synth Register Bits: around 140
- Yosys warnings: 6
- Clock Skew: approximately 8 ps
- Layout Utilization: between 30 and 40%
- M2 GR Usage: around 17%
- Register pins left without a clock: 36
- Area Growth Syn to Fin: 10.7%
- RSZ-0062 raised after global routing: false
- Overflow after GRT: 0
- I/O Pins: 10
- Synth Area per Inst: 8.91 um2
- Vias: about 4,600
- Final Instance Count excl. Fillers: a little under 1,000
- Worst EP arrival: about 2600 ps
- Post-Syn Area: roughly 6300 um2
- Worst slew pin tran: roughly 850 ps
- Pre-Place Util: a little under a third
- Largest area contributor in the synthesized netlist: dfxtp_1
- Vias in the first global route: roughly 4,300
- Worst setup SP type: flip-flop
- GRT met3 Usage: about 1.3%
- Core Region: ~20,000 um2
- Setup WS post-layout: ~1400 ps
- RePlAce Congestion: 0.828
- Final worst-path cycle share: between 60% and 70%
- Hold Slack: 456 ps
- Fraction of layout cells with a size suffix above 1: 6.26%
- Max VDD drop: approximately 0.00018 V
- CP endpoint kind: flip-flop
- Dpl cells: between 900 and 1,000
- Critical Path RT: between 3000 and 4000 ps
- Ranking of synthesized cells by area: dfxtp_1 (43%), xnor2_1 (8.5%), xor2_1 (7.5%)
- Overall routing resource usage: a little over a tenth
- Leak: ~2.5 nW
- Hold_buf cts: 0
- Area share, top type: approximately 43%
- CTS Buffer Depth: 2
- MaxCap Viol Count: 0
- Pre-CTS setup slack: 1350 ps
- Initial antenna violation count: 0
registers in the layout, summed over array words and instances, names as in the netlist:
| name | flops |
|---|---|
| leds.div1.out | 1 |
| leds.div0.count | 32 |
| leds.div0.out | 1 |
| time0.div0.out | 1 |
| time0.count | 32 |
| fsm0.state | 3 |
| time0.div0.count | 32 |
| time0.out | 1 |
| leds.div1.count | 32 |
critical path: stages, from the launching register on:
cell	delay, ps
dfxtp_1	390
ha_1	230
nand2_1	80
nor3_1	550
and4_1	720
nand3b_1	180
nand3_1	60
final cells by class:
type,instances,area [um2]
multi-input cells,533,3430
fillers,2113,13400
clock buffers,11,253
repair buffers,12,113
clock inverters,5,75.1
flip-flops and latches,135,2700
well taps,270,338
inverters,23,86.3
routing by layer:
metal	wire length (um)	share of wire (%)
met4	137	1.2
met2	4720	43
met1	6060	55
met3	185	1.7
met5	0	0
worst paths after layout:
kind / from / end / slack [ps]
max: leds.div0.count[0] / leds.div0.count[21] / 1370
min: leds.div0.count[31] / leds.div0.count[31] / 460
max reg2reg: leds.div0.count[0] / leds.div0.count[21] / 1370
min reg2reg: leds.div0.count[31] / leds.div0.count[31] / 460
logic make-up after synthesis:
group	count (synthesis)	synth area share [%]
buf+inv	41	3.01
fa+ha+maj	9	1.78
xor+xnor	115	15.9
flops	135	42.8
compound gates	42	4.24
simple gates	367	32.3
power by group:
group / internal [mW] / switching, mW
combinational: 0.00109 / 0.000643
clock: 0.625 / 0.387
sequential: 1.07 / 0
total: 1.69 / 0.388
cell usage in the layout (no fill, tap or decap), drive strengths merged, types with 10 or more instances in the layout:
cell      n
a21oi    13
and3     16
and4     14
clkbuf   11
dfxtp   135
inv      23
nand2    52
nand3    49
nand4    39
nor2    109
nor3     19
nor4     21
o21ai    13
or4      10
xnor2    61
xor2     54
No activity file was given, so power comes from the tool's default toggle rates.
